### flow/run.sh
#!/bin/bash
# OpenROAD 26Q1-2900-gdf79404cd8, Yosys 0.63+post, stock flow scripts
make -C /OpenROAD-flow-scripts/flow DESIGN_CONFIG=/design/flow/config.mk WORK_HOME=/design/flow/orfs finish
### flow/config.mk
export PLATFORM = sky130hd
export DESIGN_NAME = simple_spi
export DESIGN_NICKNAME = simple_spi
export VERILOG_FILES = /design/flow/design.v
export SDC_FILE = /design/flow/constraint.sdc
export NUM_CORES = 4
export LEC_CHECK = 1
export CORE_UTILIZATION = 30
### flow/constraint.sdc
current_design simple_spi

set clk_period 7.1
set clk_io_pct 0.2

create_clock -name clk0 -period $clk_period [get_ports {clk_i}]

set non_clock_inputs [all_inputs -no_clocks]
set_input_delay [expr $clk_period * $clk_io_pct] -clock clk0 $non_clock_inputs
set_output_delay [expr $clk_period * $clk_io_pct] -clock clk0 [all_outputs]
### flow/design.v
module fifo4(clk, rst, clr,  din, we, dout, re, full, empty);
parameter dw = 8;
input             clk, rst;
input             clr;
input   [dw:1]    din;
input             we;
output  [dw:1]    dout;
input             re;
output            full, empty;
reg     [dw:1]  mem[0:3];
reg     [1:0]   wp;
reg     [1:0]   rp;
wire    [1:0]   wp_p1;
wire    [1:0]   wp_p2;
wire    [1:0]   rp_p1;
wire            full, empty;
reg             gb;
always @(posedge clk or negedge rst)
    if(!rst)    wp <= 2'h0;
    else
    if(clr)     wp <= 2'h0;
    else
    if(we)      wp <= wp_p1;
assign wp_p1 = wp + 2'h1;
assign wp_p2 = wp + 2'h2;
always @(posedge clk or negedge rst)
    if(!rst)    rp <= 2'h0;
    else
    if(clr)     rp <= 2'h0;
    else
    if(re)      rp <= rp_p1;
assign rp_p1 = rp + 2'h1;
assign  dout = mem[ rp ];
always @(posedge clk)
    if(we)    mem[ wp ] <=  din;
assign empty = (wp == rp) & !gb;
assign full  = (wp == rp) &  gb;
always @(posedge clk)
    if(!rst)               gb <= 1'b0;
    else
    if(clr)                gb <= 1'b0;
    else
    if((wp_p1 == rp) & we) gb <= 1'b1;
    else
    if(re)                 gb <= 1'b0;
endmodule
module simple_spi #(
  parameter SS_WIDTH = 1
)(
  input  wire       clk_i,          
  input  wire       rst_i,          
  input  wire       cyc_i,          
  input  wire       stb_i,          
  input  wire [2:0] adr_i,          
  input  wire       we_i,           
  input  wire [7:0] dat_i,          
  output reg  [7:0] dat_o,          
  output reg        ack_o,          
  output reg        inta_o,         
  output reg        sck_o,          
  output [SS_WIDTH-1:0] ss_o,       
  output wire       mosi_o,         
  input  wire       miso_i          
);
  reg  [7:0]          spcr;        
  wire [7:0]          spsr;        
  reg  [7:0]          sper;        
  reg  [7:0]          treg;        
  reg  [SS_WIDTH-1:0] ss_r;        
  wire [7:0] rfdout;
  reg        wfre, rfwe;
  wire       rfre, rffull, rfempty;
  wire [7:0] wfdout;
  wire       wfwe, wffull, wfempty;
  wire      tirq;      
  wire      wfov;      
  reg [1:0] state;     
  reg [2:0] bcnt;
  wire wb_acc = cyc_i & stb_i;        
  wire wb_wr  = wb_acc & we_i;        
  always @(posedge clk_i)
    if (rst_i)
      begin
          spcr <= 8'h10;   
          sper <= 8'h00;
          ss_r <= 0;
      end
    else if (wb_wr)
      begin
        if (adr_i == 3'b000)
          spcr <= dat_i | 8'h10;  
        if (adr_i == 3'b011)
          sper <= dat_i;
		if (adr_i == 3'b100)
          ss_r <= dat_i[SS_WIDTH-1:0];
      end
  assign ss_o = ~ss_r;
  assign wfwe = wb_acc & (adr_i == 3'b010) & ack_o &  we_i;
  assign wfov = wfwe & wffull;
  always @(posedge clk_i)
    case(adr_i) // synopsys full_case parallel_case
       3'b000: dat_o <= spcr;
       3'b001: dat_o <= spsr;
       3'b010: dat_o <= rfdout;
       3'b011: dat_o <= sper;
       3'b100: dat_o <= {{ (8-SS_WIDTH){1'b0} }, ss_r};
      default: dat_o <= 0;
    endcase
  assign rfre = wb_acc & (adr_i == 3'b010) & ack_o & ~we_i;
  always @(posedge clk_i)
    if (rst_i)
      ack_o <= 1'b0;
    else
      ack_o <= wb_acc & !ack_o;
  wire       spie = spcr[7];    
  wire       spe  = spcr[6];    
  wire       dwom = spcr[5];    
  wire       mstr = spcr[4];    
  wire       cpol = spcr[3];    
  wire       cpha = spcr[2];    
  wire [1:0] spr  = spcr[1:0];  
  wire [1:0] icnt = sper[7:6];  
  wire [1:0] spre = sper[1:0];  
  wire [3:0] espr = {spre, spr};
  wire wr_spsr = wb_wr & (adr_i == 3'b001);
  reg spif;
  always @(posedge clk_i)
    if (~spe | rst_i)
      spif <= 1'b0;
    else
      spif <= (tirq | spif) & ~(wr_spsr & dat_i[7]);
  reg wcol;
  always @(posedge clk_i)
    if (~spe | rst_i)
      wcol <= 1'b0;
    else
      wcol <= (wfov | wcol) & ~(wr_spsr & dat_i[6]);
  assign spsr[7]   = spif;
  assign spsr[6]   = wcol;
  assign spsr[5:4] = 2'b00;
  assign spsr[3]   = wffull;
  assign spsr[2]   = wfempty;
  assign spsr[1]   = rffull;
  assign spsr[0]   = rfempty;
  always @(posedge clk_i)
    inta_o <= spif & spie;
  fifo4 #(8)
  rfifo(
	.clk   ( clk_i   ),
	.rst   ( ~rst_i  ),
	.clr   ( ~spe    ),
	.din   ( treg    ),
	.we    ( rfwe    ),
	.dout  ( rfdout  ),
	.re    ( rfre    ),
	.full  ( rffull  ),
	.empty ( rfempty )
  ),
  wfifo(
	.clk   ( clk_i   ),
	.rst   ( ~rst_i  ),
	.clr   ( ~spe    ),
	.din   ( dat_i   ),
	.we    ( wfwe    ),
	.dout  ( wfdout  ),
	.re    ( wfre    ),
	.full  ( wffull  ),
	.empty ( wfempty )
  );
  reg [11:0] clkcnt;
  always @(posedge clk_i)
    if(spe & (|clkcnt & |state))
      clkcnt <= clkcnt - 11'h1;
    else
      case (espr) // synopsys full_case parallel_case
        4'b0000: clkcnt <= 12'h0;    
        4'b0001: clkcnt <= 12'h1;    
        4'b0010: clkcnt <= 12'h3;    
        4'b0011: clkcnt <= 12'hf;    
        4'b0100: clkcnt <= 12'h1f;   
        4'b0101: clkcnt <= 12'h7;    
        4'b0110: clkcnt <= 12'h3f;   
        4'b0111: clkcnt <= 12'h7f;   
        4'b1000: clkcnt <= 12'hff;   
        4'b1001: clkcnt <= 12'h1ff;  
        4'b1010: clkcnt <= 12'h3ff;  
        4'b1011: clkcnt <= 12'h7ff;  
        default : clkcnt <= 12'hfff;
      endcase
  wire ena = ~|clkcnt;
  always @(posedge clk_i)
    if (~spe | rst_i)
      begin
          state <= 2'b00;  
          bcnt  <= 3'h0;
          treg  <= 8'h00;
          wfre  <= 1'b0;
          rfwe  <= 1'b0;
          sck_o <= 1'b0;
      end
    else
      begin
         wfre <= 1'b0;
         rfwe <= 1'b0;
         case (state) //synopsys full_case parallel_case
           2'b00:  
              begin
                  bcnt  <= 3'h7;    
                  treg  <= wfdout;  
                  sck_o <= cpol;    
                  if (~wfempty) begin
                    wfre  <= 1'b1;
                    state <= 2'b01;
                    if (cpha) sck_o <= ~sck_o;
                  end
              end
           2'b01:  
              if (ena) begin
                sck_o   <= ~sck_o;
                state   <= 2'b11;
              end
           2'b11:  
              if (ena) begin
                treg <= {treg[6:0], miso_i};
                bcnt <= bcnt -3'h1;
                if (~|bcnt) begin
                  state <= 2'b00;
                  sck_o <= cpol;
                  rfwe  <= 1'b1;
                end else begin
                  state <= 2'b01;
                  sck_o <= ~sck_o;
                end
              end
           2'b10: state <= 2'b00;
         endcase
      end
  assign mosi_o = treg[7];
  reg [1:0] tcnt;  
  always @(posedge clk_i)
    if (~spe)
      tcnt <= icnt;
    else if (rfwe)  
      if (|tcnt)
        tcnt <= tcnt - 2'h1;
      else
        tcnt <= icnt;
  assign tirq = ~|tcnt & rfwe;
endmodule
==> out/summary.txt <==
Outcome: complete, no violations
Hold Violations, Final: 0
Synth cell types: 62
Crit-path cells: clkdlybuf4s50_1 > nand4bb_4 > nor2_2 > and2_1
Remaining Overflow, GRT: 0
Inst Count DP: 725
Clock Root Buffer: clkbuf_16
Max-Cap Viols: 0
CTS buffer count: 17
Top area cell types: edfxtp_1, dfxtp_1, mux4_2, mux2i_1, ha_1
Critical path's slowest cell: clkdlybuf4s50_1
Main flop type after synthesis: edfxtp_1
Yosys Chip Area: 5862 µm²
Synth Seq Share: 57.03%
Layout cells sized above 1: 11.87%
Initial antenna violation count: 0
CTS resizes: 0
Buffer depth of the longest clock path: 2
Crit path buffers/inverters: 1
Tool warnings: 36
1st-pass router iterations: 4
Leakage dissipation: 2.539 nW
Critical path class: in -> reg
Crit path time final: 3.276 ns
Synth Warn #: 4
Worst path depth: 4
Measured slew at the worst slew-check pin: 0.8758 ns
Fin cells: 757
Dpl ws: 3.387 ns
P per Cell Area: 242.7 nW/µm²
Max IR drop VDD: 0.1425 mV
Pin count of the biggest net entering global routing: 23
WP data required: 7.18 ns
Max Transition Viols Final: 0
DIE AREA: 20100 µm²
Synth Instances: 461
Ys flops: 132
Clk latency late pin: 0.42 ns
Most area-hungry cell type in the Yosys netlist: edfxtp_1
Count of final setup violators: 0
Die W: 141.8 µm
Post-route ant nets: 0
Row cnt: 50
Vias in the first global route: 3626
First-pass GRT wire length: 19880 µm
Mean Syn Cell Area: 12.72 µm²
Async set or reset register ratio after synthesis: 6.061%
Crit path max fanout: 19
Top-area cell type share of the netlist area: 33.81%
Final TNS setup: 0 ns
CTS tree: yes
Routed wire per std cell: 16.45 µm
DRT Wirelength: 12450 µm
Clk slew on worst S/H paths: 0.05 ns
Core area: 18960 µm²
Cell total in the yosys stat output: 461
Syn Std Cell Area: 5862 µm²
Main logic family after synthesis: simple AND/OR/NAND/NOR gates
Vias per Instance: 4.795
Crit path largest cell delay: 0.97 ns
Yosys aoi share: 8.474%
Number of setup buffers added after CTS: 0
Final Skew: 0.01200 ns
Relative slew slack: 41.61%
RSZ-0062 raised after global routing: no
GPL Wtd Cong: 0.8167
Count of library flops with an enable pin: 66
Hold depth: 1
Setup WS post-layout: 3.824 ns
Die Y: 141.8 µm
CTS hold repair buffers: 0
Yosys simple share: 12.06%
Hpwl dp: 8860 µm
Synth Area in XOR/XNOR: 3.266%
Residual DRC: 0
CP arrival: 3.35 ns
Reg2Reg Depth: 5
Yosys adder share: 3.629%
Ant diodes: 0
Tcrit/Tclk final: 46.15%
Max Freq: 305.2 MHz
Hold/Removal Path Class: reg -> reg
Fp util: 30.92%
Clk sink count: 132
Final Core Density: 36.48%
Worst path top cell family by delay: buffers and inverters
R2r setup slk: 4.83 ns
Area Overhead vs Synth: 17.97%
Via count: 3630
GRT Total Usage: 13.55%
DRT iter0 DRCs: 269
Count leader, synth: edfxtp_1
Hold_ws: 0.4928 ns
Mux share: 12.00%
Post-synth top cells: edfxtp_1, dfxtp_1, nor2_1, mux2i_1, a21oi_1
Critical Path Start Type: input pin
Worst setup EP type: flip-flop
Ports: 30
IO Port Bufs: 29
H-tree Lvls: 4
per-layer routing:
metal	part of all wire, %	global-route usage (%)	vias up
met4	2.2	2.773	0
met2	46	20.33	103
met5	0	0	-
met3	5.6	4.022	13
met1	47	20.30	1769
li1	-	-	1745
state kept, by name, indices dropped and copies added (netlist names), 2 cells and up:
signal	cells
rfifo.mem	32
state	2
tcnt	2
wfifo.rp	2
wfifo.mem	32
rfifo.wp	2
dat_o	8
treg	8
wfifo.wp	2
spcr	7
rfifo.rp	2
bcnt	3
sper	8
clkcnt	12
report_power, final:
part | internal, mW | leakage, nW | switching (mW)
registers | 0.800 | 1.26 | 0.00316
logic | 0.0218 | 1.01 | 0.0270
clock network | 0.523 | 0.267 | 0.303
cell usage in the layout, fill, tap and decap left out, types with 3 or more instances in the layout:
cell,n
a211oi_1,6
a21oi_1,30
a31oi_1,5
and2_1,16
clkbuf_1,4
clkbuf_16,17
clkdlybuf4s50_1,29
clkinv_1,3
dfrtp_1,8
dfxtp_1,58
edfxtp_1,66
ha_1,17
inv_1,18
mux2i_1,32
mux4_2,17
nand2_1,18
nand2b_1,6
nand3_1,5
nor2_1,33
nor2b_1,5
nor3_1,10
nor4_1,3
nor4b_1,3
o21ai_0,6
o21ai_1,5
o31ai_1,4
xnor2_1,7
xor2_1,13
area by class of cell:
cell class              instances  area, µm²
inverters                      18      67.56
flip-flops and latches        132       3343
well taps                     260      325.3
repair buffers                 31      305.3
clock inverters                10      108.9
multi-input cells             284       2311
fillers                      1772      12040
clock buffers                  22      454.2
final timing paths:
path,end,from
max in group asynchronous,wfifo.wp[1],rst_i
worst max register to register,bcnt[0],state[0]
worst min register to register,clkcnt[0],clkcnt[0]
worst min-delay path,clkcnt[0],clkcnt[0]
worst max-delay path,wfifo.mem[0][5],adr_i[1]
min in group asynchronous,rfifo.rp[1],rst_i
through the flow:
step	instance area [µm²]	power, mW
after floorplan	5862	0.8439
after global routing	6915	1.734
final	6915	1.678
after detailed placement	6352	0.8682
after CTS	6915	1.693
after global placement	6352	0.8676
kinds of logic after synthesis:
| logic type | Yosys count |
|---|---|
| flip-flops | 132 |
| AND/OR/NAND/NOR | 121 |
| AND-OR/OR-AND | 76 |
| multiplexers | 49 |
| buffers and inverters | 45 |
| XOR/XNOR | 21 |
| adder cells (fa/ha/maj) | 17 |
Power is estimated from default activity; no workload was simulated.
