## flow/config.mk

```make
export PLATFORM = sky130hd
export DESIGN_NAME = wb_intercon
export DESIGN_NICKNAME = wb_intercon
export VERILOG_FILES = /design/flow/design.v
export SDC_FILE = /design/flow/constraint.sdc
export NUM_CORES = 4
export LEC_CHECK = 1
export CORE_AREA = 10 10 303 303
export DIE_AREA = 0 0 313 313
```

## flow/constraint.sdc

```tcl
current_design wb_intercon

set clk_period 9.0
set clk_io_pct 0.2

create_clock -name clk0 -period $clk_period [get_ports {wb_clk_i}]

set non_clock_inputs [all_inputs -no_clocks]
set_input_delay [expr $clk_period * $clk_io_pct] -clock clk0 $non_clock_inputs
set_output_delay [expr $clk_period * $clk_io_pct] -clock clk0 [all_outputs]
```

## flow/design.v

```verilog
module wb_intercon
   (input         wb_clk_i,
    input         wb_rst_i,
    input  [31:0] wb_io_adr_i,
    input  [31:0] wb_io_dat_i,
    input   [3:0] wb_io_sel_i,
    input         wb_io_we_i,
    input         wb_io_cyc_i,
    input         wb_io_stb_i,
    input   [2:0] wb_io_cti_i,
    input   [1:0] wb_io_bte_i,
    output [31:0] wb_io_dat_o,
    output        wb_io_ack_o,
    output        wb_io_err_o,
    output        wb_io_rty_o,
    output [31:0] wb_spi_flash_adr_o,
    output [31:0] wb_spi_flash_dat_o,
    output  [3:0] wb_spi_flash_sel_o,
    output        wb_spi_flash_we_o,
    output        wb_spi_flash_cyc_o,
    output        wb_spi_flash_stb_o,
    output  [2:0] wb_spi_flash_cti_o,
    output  [1:0] wb_spi_flash_bte_o,
    input  [31:0] wb_spi_flash_dat_i,
    input         wb_spi_flash_ack_i,
    input         wb_spi_flash_err_i,
    input         wb_spi_flash_rty_i,
    output [31:0] wb_dmem_adr_o,
    output [31:0] wb_dmem_dat_o,
    output  [3:0] wb_dmem_sel_o,
    output        wb_dmem_we_o,
    output        wb_dmem_cyc_o,
    output        wb_dmem_stb_o,
    output  [2:0] wb_dmem_cti_o,
    output  [1:0] wb_dmem_bte_o,
    input  [31:0] wb_dmem_dat_i,
    input         wb_dmem_ack_i,
    input         wb_dmem_err_i,
    input         wb_dmem_rty_i,
    output [31:0] wb_imem_adr_o,
    output [31:0] wb_imem_dat_o,
    output  [3:0] wb_imem_sel_o,
    output        wb_imem_we_o, 
    output        wb_imem_cyc_o,
    output        wb_imem_stb_o,
    output  [2:0] wb_imem_cti_o,
    output  [1:0] wb_imem_bte_o,
    input  [31:0] wb_imem_dat_i,
    input         wb_imem_ack_i,
    input         wb_imem_err_i,
    input         wb_imem_rty_i,
    output [31:0] wb_uart_adr_o,
    output [31:0] wb_uart_dat_o,
    output  [3:0] wb_uart_sel_o,
    output        wb_uart_we_o,
    output        wb_uart_cyc_o,
    output        wb_uart_stb_o,
    output  [2:0] wb_uart_cti_o,
    output  [1:0] wb_uart_bte_o,
    input  [31:0] wb_uart_dat_i,
    input         wb_uart_ack_i,
    input         wb_uart_err_i,
    input         wb_uart_rty_i,
    output [31:0] wb_gpio_adr_o,
    output [31:0] wb_gpio_dat_o,
    output  [3:0] wb_gpio_sel_o,
    output        wb_gpio_we_o,
    output        wb_gpio_cyc_o,
    output        wb_gpio_stb_o,
    output  [2:0] wb_gpio_cti_o,
    output  [1:0] wb_gpio_bte_o,
    input  [31:0] wb_gpio_dat_i,
    input         wb_gpio_ack_i,
    input         wb_gpio_err_i,
    input         wb_gpio_rty_i,
    output [31:0] wb_clint_adr_o,
    output [31:0] wb_clint_dat_o,
    output  [3:0] wb_clint_sel_o,
    output        wb_clint_we_o,
    output        wb_clint_cyc_o,
    output        wb_clint_stb_o,
    output  [2:0] wb_clint_cti_o,
    output  [1:0] wb_clint_bte_o,
    input  [31:0] wb_clint_dat_i,
    input         wb_clint_ack_i,
    input         wb_clint_err_i,
    input         wb_clint_rty_i 
);
wb_mux
  #(.num_slaves (6),
    .MATCH_ADDR ({32'h20000200, 32'h00000000, 32'h10000000, 32'h20000100, 32'h20000000, 32'h20000c00}),
    .MATCH_MASK ({32'hffffff00, 32'hf0000000, 32'hf0000000, 32'hffffff00, 32'hffffff00, 32'hffffff00}))
 wb_mux_io
   (.wb_clk_i  (wb_clk_i),
    .wb_rst_i  (wb_rst_i),
    .wbm_adr_i (wb_io_adr_i),
    .wbm_dat_i (wb_io_dat_i),
    .wbm_sel_i (wb_io_sel_i),
    .wbm_we_i  (wb_io_we_i),
    .wbm_cyc_i (wb_io_cyc_i),
    .wbm_stb_i (wb_io_stb_i),
    .wbm_cti_i (wb_io_cti_i),
    .wbm_bte_i (wb_io_bte_i),
    .wbm_dat_o (wb_io_dat_o),
    .wbm_ack_o (wb_io_ack_o),
    .wbm_err_o (wb_io_err_o),
    .wbm_rty_o (wb_io_rty_o),
    .wbs_adr_o ({wb_spi_flash_adr_o, wb_dmem_adr_o, wb_imem_adr_o, wb_gpio_adr_o,  wb_uart_adr_o, wb_clint_adr_o}),
    .wbs_dat_o ({wb_spi_flash_dat_o, wb_dmem_dat_o, wb_imem_dat_o, wb_gpio_dat_o,  wb_uart_dat_o, wb_clint_dat_o}),
    .wbs_sel_o ({wb_spi_flash_sel_o, wb_dmem_sel_o, wb_imem_sel_o, wb_gpio_sel_o,  wb_uart_sel_o, wb_clint_sel_o}),
    .wbs_we_o  ({wb_spi_flash_we_o,  wb_dmem_we_o,  wb_imem_we_o,  wb_gpio_we_o,   wb_uart_we_o,  wb_clint_we_o}),
    .wbs_cyc_o ({wb_spi_flash_cyc_o, wb_dmem_cyc_o, wb_imem_cyc_o, wb_gpio_cyc_o,  wb_uart_cyc_o, wb_clint_cyc_o}),
    .wbs_stb_o ({wb_spi_flash_stb_o, wb_dmem_stb_o, wb_imem_stb_o, wb_gpio_stb_o,  wb_uart_stb_o, wb_clint_stb_o}),
    .wbs_cti_o ({wb_spi_flash_cti_o, wb_dmem_cti_o, wb_imem_cti_o, wb_gpio_cti_o,  wb_uart_cti_o, wb_clint_cti_o}),
    .wbs_bte_o ({wb_spi_flash_bte_o, wb_dmem_bte_o, wb_imem_bte_o, wb_gpio_bte_o,  wb_uart_bte_o, wb_clint_bte_o}),
    .wbs_dat_i ({wb_spi_flash_dat_i, wb_dmem_dat_i, wb_imem_dat_i, wb_gpio_dat_i,  wb_uart_dat_i, wb_clint_dat_i}),
    .wbs_ack_i ({wb_spi_flash_ack_i, wb_dmem_ack_i, wb_imem_ack_i, wb_gpio_ack_i,  wb_uart_ack_i, wb_clint_ack_i}),
    .wbs_err_i ({wb_spi_flash_err_i, wb_dmem_err_i, wb_imem_err_i, wb_gpio_err_i,  wb_uart_err_i, wb_clint_err_i}),
    .wbs_rty_i ({wb_spi_flash_rty_i, wb_dmem_rty_i, wb_imem_rty_i, wb_gpio_rty_i,  wb_uart_rty_i, wb_clint_rty_i}));
endmodule
`default_nettype wire
module wb_mux
  #(parameter dw = 32,         
    parameter aw = 32,         
    parameter num_slaves = 2,  
    parameter [num_slaves*aw-1:0] MATCH_ADDR = 0,
    parameter [num_slaves*aw-1:0] MATCH_MASK = 0)
   (input                      wb_clk_i,
    input 		       wb_rst_i,
    input [aw-1:0] 	       wbm_adr_i,
    input [dw-1:0] 	       wbm_dat_i,
    input [3:0] 	       wbm_sel_i,
    input 		       wbm_we_i,
    input 		       wbm_cyc_i,
    input 		       wbm_stb_i,
    input [2:0] 	       wbm_cti_i,
    input [1:0] 	       wbm_bte_i,
    output [dw-1:0] 	       wbm_dat_o,
    output 		       wbm_ack_o,
    output 		       wbm_err_o,
    output 		       wbm_rty_o,
    output [num_slaves*aw-1:0] wbs_adr_o,
    output [num_slaves*dw-1:0] wbs_dat_o,
    output [num_slaves*4-1:0]  wbs_sel_o,
    output [num_slaves-1:0]    wbs_we_o,
    output [num_slaves-1:0]    wbs_cyc_o,
    output [num_slaves-1:0]    wbs_stb_o,
    output [num_slaves*3-1:0]  wbs_cti_o,
    output [num_slaves*2-1:0]  wbs_bte_o,
    input [num_slaves*dw-1:0]  wbs_dat_i,
    input [num_slaves-1:0]     wbs_ack_i,
    input [num_slaves-1:0]     wbs_err_i,
    input [num_slaves-1:0]     wbs_rty_i);
   localparam slave_sel_bits = num_slaves > 1 ? $clog2(num_slaves) : 1;
   reg  			 wbm_err;
   wire [slave_sel_bits-1:0] 	 slave_sel;
   reg  [slave_sel_bits-1:0] 	 slave_sel_ff;
   wire [num_slaves-1:0] 	 match;
   genvar 			 idx;
   generate
      for(idx=0; idx<num_slaves ; idx=idx+1) begin : addr_match
	 assign match[idx] = (wbm_adr_i & MATCH_MASK[idx*aw+:aw]) == MATCH_ADDR[idx*aw+:aw];
      end
   endgenerate
   function [slave_sel_bits-1:0] ff1;
      input [num_slaves-1:0] in;
      integer 		     i;
      begin
	 ff1 = 0;
	 for (i = num_slaves-1; i >= 0; i=i-1) begin
	    if (in[i])
	      ff1 = i;
	 end
      end
   endfunction
   assign slave_sel = ff1(match);
   always @(posedge wb_clk_i)
     wbm_err <= wbm_cyc_i & !(|match);
   assign wbs_adr_o = {num_slaves{wbm_adr_i}};
   assign wbs_dat_o = {num_slaves{wbm_dat_i}};
   assign wbs_sel_o = {num_slaves{wbm_sel_i}};
   assign wbs_we_o  = {num_slaves{wbm_we_i}};
   assign wbs_cyc_o = match & (wbm_cyc_i << slave_sel);
   assign wbs_stb_o = {num_slaves{wbm_stb_i}};
   assign wbs_cti_o = {num_slaves{wbm_cti_i}};
   assign wbs_bte_o = {num_slaves{wbm_bte_i}};
   always @(posedge wb_clk_i) slave_sel_ff <= slave_sel;
   assign wbm_dat_o = wbs_dat_i[slave_sel_ff*dw+:dw];
   assign wbm_ack_o = wbs_ack_i[slave_sel_ff];
   assign wbm_err_o = wbs_err_i[slave_sel_ff] | wbm_err;
   assign wbm_rty_o = wbs_rty_i[slave_sel_ff];
endmodule
```

## flow/run.sh

```bash
#!/bin/bash
# OpenROAD 26Q1-2900-gdf79404cd8, Yosys 0.63+post, stock flow scripts
make -C /OpenROAD-flow-scripts/flow DESIGN_CONFIG=/design/flow/config.mk WORK_HOME=/design/flow/orfs finish
```

==> results.txt <==
Synthesis and PnR results.

- Detailed placement reports a standard cell area of 7420 sq um.
- The number of cells on the worst hold path is 2.
- The floorplan core area is 85100 sq um.
- The count of library flops with an enable pin is 0.
- On the final layout, the worst hold slack is ~2.3 ns.
- The floorplan die area reads 98000 sq um.
- Once the clock tree was built, the resizer swapped 0 gates to a different size.
- The final clock period utilization by the worst path reads 67.6%.
- The achievable clock frequency reads 164 MHz.
- The count of state elements after synthesis reads 4.
- The final tally of setup violations is 0.
- The class of the worst hold path is in -> reg.
- The routed wire length is 39100 um.
- The number of clock sinks seen by CTS is 4.
- For reference, the top cells by area after synthesis are buf_4 (65%), mux4_2 (15%), mux2i_1 (6.7%), o21ai_1 (2.7%), nand2_1 (2.4%).
- Per the log, the first TritonRoute iteration ended with a DRC count of 99.
- In this run the maximum-capacitance check reported violations numbering 0.
- The commonest cells after synthesis are buf_4 (453), mux2i_1 (35), mux4_2 (35).
- The startpoint type of the worst setup path reads an input port.
- Before antenna repair, the detailed router went through 4 iterations.
- The via count of the first global-routing pass is 4419.
- Setup repair after global routing left no endpoint under its margin.
- Looking at the gate-level netlist, the highest instance count belongs to buf_4.
- The cts-stage hold buffer count is 0.
- Per the OpenROAD power report, leakage power amounts to ~0.0022 uW.
- Yosys stat counts 641 cells in the synthesized netlist.
- The post-synthesis cell type count reads 33.
- The run finished with clean final reports.
- The number of antenna violations at the first check in global routing is 22.
- The total routing usage reported by global routing is between 7 and 8%.
- The slew check shows that the tightest pin keeps a relative margin of 55.4%.
- The endpoint of the worst hold path is wb_mux_io.wbm_err.
- The synthesis warning total is 1.
- The chip area from the yosys synthesis statistics reads 5230 sq um.
- The worst setup path category reads in -> out.
- The total tool warning count reads 26.
- The post-detailed-route wirelength per cell reads 22.3 um.
- Synthesis handed over a netlist of about 640 instances.
- The HPWL after detailed placement reads 35900 um.
- The average cell area after synthesis is 8.16 sq um.
- The post-detailed-route DRC marker count is 0.
- The maximum VDD drop is a little over 0.00006 V.
- TritonCTS built the clock tree.
- The commonest register cell after synthesis is dfxtp_1.
- The number of standard-cell rows in the floorplan is 107.
- Once detail routing completed, the nets flagged for antenna violations numbered 0.
- The total via count in the routed design reads 3934.
- The sum of negative setup slack reads 0 ns.
- In the synthesized netlist the async set-or-reset flop fraction comes to 0%.
- The area of the mapped netlist is 5230 sq um.
- For reference, the final report shows the hold violation count at 0.
- The via density per instance is 2.24.
- The cell type with the largest total area is buf_4.
- The area share of the largest cell type after synthesis is roughly two thirds.
- The data required time of the worst path is 7.20 ns.
- Per Yosys stat, the portion of area used by sequential elements is 1.53%.
- The arrival time of data at the worst endpoint is listed as 4.28 ns.
- The width of the die reads approximately 310 um.
- The maximum level of the CTS H-tree reads 1.
- For this run the aggregate overflow at the end of global routing stands at 0.
- Port buffering added 420 buffers.
- The top fanout value on the critical path is 7.
- The relative area change from synthesis to final layout reads 43.7%.
- The number of buffers on the longest clock path is 2.
- Per the final report, max-transition violations number 0.
- The endpoint class of the critical path is a primary output.
- The wire length of the first global-routing pass reads 48200 um.
- The pin count of the biggest net entering global routing reads 36.
- The layout stage reports a final design area of around 7500 sq um.
- The final critical-path required period is 6.08 ns.
- The chip height reads ~310 um.
- The number of buffers added by the clock tree synthesis step is 3.
- The layout summary lists the proportion of cells stronger than drive strength 1 as 8.28%.
- The boundary pin count is 779.
- The clock-pin transition on the worst setup and hold timing paths reads 0.03 ns.
- The final core utilization is 8.83%.
- The effective utilization at floorplan is under 10%.
- Looking at hold timing, the worst path starts from wb_io_cyc_i.
- After clock tree synthesis, the setup repair step added 0 buffers.
- The pin slew with the least headroom to its limit reads 0.669 ns.
- The root buffer cell is clkbuf_16.
- The areal power density over the cells is 49.4 nW/um^2.
- The weighted congestion reported at the end of routability-driven placement is 0.803.
## cell type report
cell class / count / area (sq um)
flip-flops and latches: 4 / 85.1
repair buffers: 427 / 4260
fillers: 9982 / 77600
multi-input cells: 167 / 1640
well taps: 1144 / 1430
diodes: 6 / 15.0
clock buffers: 4 / 78.8
inverters: 2 / 7.51
## flip-flops by register name, summed over array words and instances, names as in the netlist
signal                  cells
wb_mux_io.slave_sel_ff      3
wb_mux_io.wbm_err           1
## metrics by stage
stage / setup WS [ns] / power (uW) / cells
6_report: 2.92 / 371 / 1754
3_5_place_dp: 2.69 / 306 / 1744
4_1_cts: 2.66 / 380 / 1748
5_1_grt: 2.61 / 396 / 1749
2_1_floorplan: 4.59 / 183 / 641
3_3_place_gp: 2.67 / 306 / 1744
## per-layer routing
metal / up-vias / wire length [um] / global-route usage (%)
li1: 1612 / - / -
met1: 1656 / 14200 / 8.41
met2: 612 / 16500 / 11.4
met3: 36 / 7990 / 6.61
met4: 18 / 251 / 0.260
met5: - / 109 / 0
## worst max path at each step
stage	cells past startpoint	startpoint	end
final	6	wb_io_adr_i[13]	wb_uart_cyc_o
after global routing	6	wb_io_adr_i[13]	wb_clint_cyc_o
after CTS	6	wb_io_adr_i[13]	wb_clint_cyc_o
## power by group
| part | internal, uW | switching (uW) | leakage, uW | total (uW) |
|---|---|---|---|---|
| sequential | 18.3 | 3.34 | 0.0000341 | 21.7 |
| combinational | 195 | 83.7 | 0.00216 | 278 |
| clock | 58.5 | 12.9 | 0.0000382 | 71.4 |
## cell families (layout without fill, tap and decap cells)
kind of cell	count (synthesis)	after routing	synth area share, %
compound gates	42	42	4.64
buf+inv	470	433	67.1
flops	4	4	1.53
mux	70	70	21.8
other cells	0	6	0
simple gates	55	55	4.95
## worst max-delay path, cell delays in order
cell,delay (ns)
clkdlybuf4s50_1,0.58
nor4_1,0.47
nand2_1,0.19
nor2_1,0.34
and4b_1,0.24
clkdlybuf4s50_1,0.66
## cell usage in the layout, fill, tap and decap left out, drive strengths merged, types with 3 or more instances in the layout
cell,count
nor4,4
mux4,35
o21ai,33
nor2,3
clkbuf,4
dfxtp,4
nand2,34
diode,6
clkdlybuf4s50,420
buf,7
nor3,3
mux2i,35
No activity file was given, so power comes from the tool's default toggle rates.
