**design.v**
```verilog
`timescale 1ns / 1ps
module mret_adr_sel (
    input logic clk,
    input logic reset_n,
    input logic clear_counter,
    input logic [31:0] current_pc_if1,
    input logic [31:0] current_pc_if2,
    input logic [31:0] current_pc_id,
    input logic [31:0] current_pc_exe,
    input logic [31:0] current_pc_mem,
    output logic [31:0] mepc_adr
);
  logic [2:0] count_i;
  logic [2:0] count_o;
  logic count_en;
  logic [31:0] mepc_adress_sel[0:5];
  assign count_i = count_o;
  assign count_en = (count_o <= 3);
  assign mepc_adress_sel[0] = current_pc_if1;
  assign mepc_adress_sel[1] = current_pc_if2;
  assign mepc_adress_sel[2] = current_pc_id;
  assign mepc_adress_sel[3] = current_pc_exe;
  assign mepc_adress_sel[4] = current_pc_mem;
  logic [2:0] selector;
  always_comb begin : selector_logic
    if (current_pc_mem != 0) selector = 3'b100;
    else if (current_pc_exe != 0) selector = 3'b011;
    else if (current_pc_id != 0) selector = 3'b010;
    else if (current_pc_if2 != 0) selector = 3'b001;
    else selector = 3'b000;
  end
  assign mepc_adr = mepc_adress_sel[selector];
endmodule
module n_bit_count_wclr #(
    parameter n = 8,
    parameter RESET_VALUE = 0,
    parameter CLR_VALUE = 0
) (
    input logic clk,
    input logic reset_n,
    input logic wen,
    input logic [n-1:0] data_i,
    output logic [n-1:0] data_o,
    input logic clear
);
  logic [n-1:0] n_bit_reg;
  always_ff @(posedge clk, negedge reset_n) begin
    if (~reset_n) begin
      n_bit_reg <= RESET_VALUE;
    end else if (clear) begin
      n_bit_reg <= CLR_VALUE;
    end else if (wen) begin
      n_bit_reg <= data_i + 1;
    end
  end
  assign data_o = n_bit_reg;
endmodule : n_bit_count_wclr
```
**run.sh**
```bash
#!/bin/bash
# OpenROAD 26Q1-2900-gdf79404cd8, Yosys 0.63+post, stock flow scripts
make -C /OpenROAD-flow-scripts/flow DESIGN_CONFIG=/design/flow/config.mk WORK_HOME=/design/flow/orfs finish
```
**config.mk**
```make
export PLATFORM = sky130hd
export DESIGN_NAME = mret_adr_sel
export DESIGN_NICKNAME = mret_adr_sel
export VERILOG_FILES = /design/flow/design.v
export SDC_FILE = /design/flow/constraint.sdc
export NUM_CORES = 4
export LEC_CHECK = 1
export CORE_AREA = 10 10 108 108
export DIE_AREA = 0 0 118 118
```
**constraint.sdc**
```tcl
current_design mret_adr_sel

set clk_period 12.4
set clk_io_pct 0.2

create_clock -name clk0 -period $clk_period

set non_clock_inputs [all_inputs -no_clocks]
set_input_delay [expr $clk_period * $clk_io_pct] -clock clk0 $non_clock_inputs
set_output_delay [expr $clk_period * $clk_io_pct] -clock clk0 [all_outputs]
```
==> impl_metrics.env <==
# implementation run metrics
export IMPL_postCtsSetupRepairBufs=0
export IMPL_max_slew_margin_pct=42.0
export IMPL_crit_arrival_ns=5.80
export IMPL_post_route_min_period_ns=8.28
export IMPL_grt_pass1_vias=2857
export IMPL_synth_warnings=34
export IMPL_wl_met1_um=4960
export IMPL_maxCapViolCount=0
export IMPL_start_kind="input port"
export IMPL_cpMaxStageDelayCell="and4bb_4"
export IMPL_core_area_um2=9280
export IMPL_num_clock_buffers=0
export IMPL_wl_per_cell_um=21.2
export IMPL_hold_path_class="in2out"
export IMPL_grt_start_max_net_pins=66
export IMPL_ios=195
export IMPL_first_iter_violations=175
export IMPL_ir_drop_mv=0.0116
export IMPL_fp_util_pct=16.5
export IMPL_routed_via_density=5.03
export IMPL_log_warning_count=35
export IMPL_die_area_um2=13900
export IMPL_fin_tns_setup_ns=0
export IMPL_first_pass_iters=5
export IMPL_crit_top_cell="clkdlybuf4s50_1"
export IMPL_layout_drive_gt1_share_pct=3.72
export IMPL_fmax_mhz=121
export IMPL_avgSynthCellArea_um2=6.66
export IMPL_fin_util_pct=36.9
export IMPL_ys_cells=230
export IMPL_path_cells="clkdlybuf4s50_1, nor4_2, nand4_1, and4bb_4, and3_1, buf_4, a32oi_1, clkdlybuf4s50_1"
export IMPL_area_growth_syn_to_layout_pct=124
export IMPL_critPathKind="in2out"
export IMPL_path_buffers=3
export IMPL_setup_viol=0
export IMPL_antenna_cells=0
export IMPL_gr_total_overflow=0
export IMPL_status="completed"
export IMPL_place_gp_congestion=0.846
export IMPL_portBuffers=192
export IMPL_wl_met3_um=1000
export IMPL_met2_length_um=5270
export IMPL_dp_hpwl_um=9430
export IMPL_flops=0
export IMPL_grt_setup_unrepaired="false"
export IMPL_critPathRequiredTime_ns=9.92
export IMPL_total_power_w=0.0000812
export IMPL_synth_chip_area_um2=1530
export IMPL_regArea_um2=0
export IMPL_finalHoldViolCount=0
export IMPL_yosys_cell_types_count=23
export IMPL_final_max_slew_viol_count=0
export IMPL_topRoutingLayerUsed="met4"
export IMPL_syn_area_um2=1530
export IMPL_holdWs_ns=5.86
export IMPL_drtAntennaViolNets=0
export IMPL_antenna_found_initial=0
export IMPL_crit_fanout=65
export IMPL_grt_first_pass_wirelength_um=16900
export IMPL_synth_cells=230
export IMPL_die_w_um=118
export IMPL_wl_um=11300
export IMPL_slowest_delay_ns=0.95
export IMPL_cp_top_family="simple AND/OR/NAND/NOR gates"
export IMPL_holdBufCountCts=0
export IMPL_rows=35
export IMPL_drc_errors=0
export IMPL_final_area_um2=3430
export IMPL_p_leak_nw=1.10
export IMPL_cellPowerDensity_nw_per_um2=23.7
export IMPL_placed_area_um2=3430
export IMPL_grt_usage_pct=15.0
export IMPL_die_height_um=118
export IMPL_post_cts_resized=0
export IMPL_period_used_pct=66.8
export IMPL_tightest_slew_ns=0.867
export IMPL_dr_total_vias=2675
export IMPL_crit_path_end_kind="primary output"
export IMPL_ys_seq_share_pct=0
where the power goes:
group | switching, W | total [W] | internal (W) | leakage, nW
Combinational | 0.0000222 | 0.0000812 | 0.0000590 | 1.10
Sequential | 0 | 0 | 0 | 0
Clock | 0 | 0 | 0 | 0
Total | 0.0000222 | 0.0000812 | 0.0000590 | 1.10
synthesized netlist by cell type:
master    number  area [µm²]
a32oi_1       32         280
a21oi_1       32         160
bufbuf_8       1        18.8
buf_12         4        80.1
buf_8          2        30.0
nor4_1        28         175
o211ai_1      32         240
and4_2         1        10.0
clkbuf_1       3        11.3
nand3_1       32         160
buf_2          8        40.0
nor2_2         1        6.26
buf_4          3        22.5
a211oi_2       1        12.5
buf_6          3        33.8
and3_1         1        6.26
and4bb_4       1        16.3
nand4_1        6        37.5
or2_1          1        6.26
nor2_1         1        3.75
nor4_2         4        50.1
inv_1         32         120
and4_4         1        11.3
kinds of logic (layout without fill, tap and decap cells):
logic type / Yosys count / count (layout) / share of synthesized area (%)
AND/OR/NAND/NOR: 77 / 77 / 31.5
AND-OR/OR-AND: 97 / 97 / 45.2
buffers and inverters: 56 / 229 / 23.3
tightest hold or removal path, delay by kind of cell:
kind                   cells  cell delay [ns]
buffers and inverters      3             0.85
AOI/OAI and AO/OA          1             0.05
routing by layer:
layer | track usage [%] | vias to the layer above
li1 | - | 1296
met1 | 19.4 | 1239
met2 | 25.1 | 136
met5 | 0 | -
met3 | 4.76 | 4
met4 | 0.696 | 0
final cells by class:
| class | count | area, µm² |
|---|---|---|
| fillers | 1027 | 5860 |
| repair buffers | 197 | 1960 |
| multi-input cells | 174 | 1190 |
| well taps | 129 | 161 |
| inverters | 32 | 120 |
placed cells by master, fill, tap and decap left out:
| cell type | instances |
|---|---|
| nor2_2 | 2 |
| clkdlybuf4s50_1 | 192 |
| and4_4 | 1 |
| and4bb_4 | 1 |
| a32oi_1 | 32 |
| inv_1 | 32 |
| and3_1 | 1 |
| nor4_2 | 4 |
| nor4_1 | 28 |
| nand3_1 | 32 |
| a21oi_1 | 32 |
| buf_4 | 5 |
| or2_1 | 1 |
| nand4_1 | 6 |
| a211oi_4 | 1 |
| and4_2 | 1 |
| o211ai_1 | 32 |
worst paths after layout:
kind,from,slack (ns),depth (start not counted),end
hold / removal,current_pc_if1[4],5.86,4,mepc_adr[4]
setup / recovery,current_pc_mem[2],4.12,8,mepc_adr[15]
through the flow:
| stage | instances | worst slack (ns) |
|---|---|---|
| after floorplan | 230 | 6.23 |
| after global placement | 532 | 4.07 |
| after detailed placement | 532 | 4.11 |
| after CTS | 532 | 4.10 |
| after global routing | 532 | 3.88 |
| final | 532 | 4.12 |
No activity file was given, so power comes from the tool's default toggle rates.
