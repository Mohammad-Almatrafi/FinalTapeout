<file path="./run.sh">
#!/bin/bash
# OpenROAD 26Q1-2900-gdf79404cd8, Yosys 0.63+post, stock flow scripts
make -C /OpenROAD-flow-scripts/flow DESIGN_CONFIG=/design/flow/config.mk WORK_HOME=/design/flow/orfs finish
</file>
<file path="./config.mk">
export PLATFORM = sky130hd
export DESIGN_NAME = data_mem
export DESIGN_NICKNAME = data_mem
export VERILOG_FILES = /design/flow/design.v
export SDC_FILE = /design/flow/constraint.sdc
export NUM_CORES = 4
export LEC_CHECK = 1
export CORE_UTILIZATION = 30
export SYNTH_MEMORY_MAX_BITS = 65536
</file>
<file path="./constraint.sdc">
current_design data_mem

set clk_period 3.9
set clk_io_pct 0.2

create_clock -name clk0 -period $clk_period [get_ports {clk_i}]

set non_clock_inputs [all_inputs -no_clocks]
set_input_delay [expr $clk_period * $clk_io_pct] -clock clk0 $non_clock_inputs
set_output_delay [expr $clk_period * $clk_io_pct] -clock clk0 [all_outputs]
</file>
<file path="./design.v">
module data_mem #(
    parameter DEPTH = 1024
)(
  input  wire        clk_i,          
  input  wire        rst_i,          
  input  wire        cyc_i,          
  input  wire        stb_i,          
  input  wire [31:0] adr_i,          
  input  wire        we_i,           
  input  wire [3:0]  sel_i,
  input  wire [31:0] dat_i,          
  output reg  [31:0] dat_o,          
  output reg         ack_o,          
  input              reset_n
);
logic wb_acc;
logic mem_write, mem_read;
assign wb_acc = cyc_i & stb_i;
assign mem_write = wb_acc &  we_i;
assign mem_read  = wb_acc & ~we_i;
assign ack_o = wb_acc;
logic [6:0] word_addr;
assign word_addr = adr_i[8:2];
logic [31:0] dmem [0:DEPTH - 1];
always_ff @(posedge clk_i) begin
    if(mem_write) begin
        if(sel_i[0]) dmem[word_addr][7:0]   <= dat_i[7:0];
        if(sel_i[1]) dmem[word_addr][15:8]  <= dat_i[15:8];
        if(sel_i[2]) dmem[word_addr][23:16] <= dat_i[23:16];
        if(sel_i[3]) dmem[word_addr][31:24] <= dat_i[31:24];
    end
end
logic [31:0] data_o_reg, mem_rdata;
assign mem_rdata = dmem[word_addr];
n_bit_reg #(
    .n(32)
) data_o_reg_inst (
    .clk(clk_i),
    .reset_n (~rst_i     ),
    .data_i  (mem_rdata  ),
    .data_o  (data_o_reg ),
    .wen     (1'b1       )
);
assign dat_o = data_o_reg;
endmodule
module n_bit_dec #(
    parameter n = 2
) (
    input logic [n-1:0] in,
    output logic [(1<<n) - 1:0] out
);
  assign out = 1 << in;
endmodule : n_bit_dec
module n_bit_dec_with_en #(
    parameter n = 2
) (
    input logic [n-1:0] in,
    input logic en,
    output logic [(1<<n) - 1:0] out
);
  assign out = en << in;
endmodule : n_bit_dec_with_en
module mux4x1 #(
    parameter n = 4
) (
    input  logic [n-1:0] in0,
    in1,
    in2,
    in3,
    input  logic [  1:0] sel,
    output logic [n-1:0] out
);
  always_comb begin
    case (sel)
      0: out = in0;
      1: out = in1;
      2: out = in2;
      3: out = in3;
    endcase
  end
endmodule
module mux2x1 #(
    parameter n = 4
) (
    input logic [n-1:0] in0,
    in1,
    input logic sel,
    output logic [n-1:0] out
);
  always_comb begin
    case (sel)
      0: out = in0;
      1: out = in1;
    endcase
  end
endmodule
module mux3x1 #(
    parameter n = 32
) (
    input  wire [1 : 0] sel,
    input  wire [n-1:0] in0,
    input  wire [n-1:0] in1,
    input  wire [n-1:0] in2,
    output wire [n-1:0] out
);
  wire sel0, sel1, sel2;
  assign sel0 = ~sel[1] & ~sel[0];
  assign sel1 = ~sel[1] & sel[0];
  assign sel2 = sel[1] & ~sel[0];
  assign out  = {n{sel0}} & in0 | {n{sel1}} & in1 | {n{sel2}} & in2;
endmodule
module one_hot_mux4x1 #(
    parameter n = 1
) (
    input  logic [  3:0] sel,
    input  logic [n-1:0] in0,
    in1,
    in2,
    in3,
    output logic [n-1:0] out
);
  assign out = in0 & {n{sel[0]}} | in1 & {n{sel[1]}} | in2 & {n{sel[2]}} | in3 & {n{sel[3]}};
endmodule : one_hot_mux4x1
module one_hot_mux2x1 #(
    parameter n = 1
) (
    input  logic [  1:0] sel,
    input  logic [n-1:0] in0,
    in1,
    output logic [n-1:0] out
);
  assign out = in0 & {n{sel[0]}} | in1 & {n{sel[1]}};
endmodule : one_hot_mux2x1
module one_hot_mux3x1 #(
    parameter n = 1
) (
    input  logic [  2:0] sel,
    input  logic [n-1:0] in0,
    in1,
    in2,
    output logic [n-1:0] out
);
  assign out = in0 & {n{sel[0]}} | in1 & {n{sel[1]}} | in2 & {n{sel[2]}};
endmodule : one_hot_mux3x1
module n_bit_reg #(
    parameter n = 8,
    parameter RESET_VALUE = 0
) (
    input logic clk,
    input logic reset_n,
    input logic wen,
    input logic [n-1:0] data_i,
    output logic [n-1:0] data_o
);
  logic [n-1:0] n_bit_reg;
  always_ff @(posedge clk, negedge reset_n) begin
    if (~reset_n) begin
      n_bit_reg <= RESET_VALUE;
    end else if (wen) begin
      n_bit_reg <= data_i;
    end
  end
  assign data_o = n_bit_reg;
endmodule : n_bit_reg
module n_bit_reg_wclr #(
    parameter n = 8,
    parameter RESET_VALUE = 0,
    parameter CLR_VALUE = 0
) (
    input logic clk,
    input logic reset_n,
    input logic wen,
    input logic [n-1:0] data_i,
    output logic [n-1:0] data_o,
    input logic clear
);
  logic [n-1:0] n_bit_reg;
  always_ff @(posedge clk, negedge reset_n) begin
    if (~reset_n) begin
      n_bit_reg <= RESET_VALUE;
    end else if (clear) begin
      n_bit_reg <= CLR_VALUE;
    end else if (wen) begin
      n_bit_reg <= data_i;
    end
  end
  assign data_o = n_bit_reg;
endmodule : n_bit_reg_wclr
package riscv_types;
  typedef enum logic [3:0] {
    ADD,
    SLL,
    SLT,
    SLTU,
    XOR,
    SRL,
    OR,
    AND,
    SUB  = 4'b1000,
    SRA  = 4'b1101
  } alu_t;
  typedef enum logic [1:0] {
    STORE_BYTE,
    STORE_HALFWORD,
    STORE_WORD
  } store_t;
  typedef struct packed {
    logic [31:0] current_pc;
    logic [31:0] pc_plus_4;
  } if1_if2_reg_t;
  typedef struct packed {
    logic [31:0] current_pc;
    logic [31:0] pc_plus_4;
    logic [31:0] inst;
  } if_id_reg_t;
  typedef struct packed {
    logic [31:0] current_pc;
    logic [31:0] pc_plus_4;
    logic [4:0]  rs1;
    logic [4:0]  rs2;
    logic [4:0]  rd;
    logic [2:0]  fun3;
    logic        fun7_5;
    logic [31:0] reg_rdata1;
    logic [31:0] reg_rdata2;
    logic [31:0] imm;
    logic        csr_type;
    logic        reg_write;
    logic        mem_write;
    logic [1:0]  mem_to_reg;
    logic        branch;
    logic        alu_src;
    logic        jump;
    logic        lui;
    logic        auipc;
    logic        jal;
    logic [1:0]  alu_op;
    logic [31:0] inst;
    logic        invalid_inst;
    logic        sel_half_full;
  } id_exe_reg_t;
  typedef struct packed {
    logic [31:0] alu_op1;
    logic [31:0] pc_plus_4;
    logic [31:0] pc_jump;
    logic [4:0]  rs2;
    logic [4:0]  rd;
    logic [2:0]  fun3;
    logic [31:0] rdata2_frw;
    logic [31:0] imm;
    logic [31:0] alu_result;
    logic        csr_type;
    logic        reg_write;
    logic        mem_write;
    logic [1:0]  mem_to_reg;
    logic        branch;
    logic        jump;
    logic        lui;
    logic        zero;
    logic [31:0] inst;
    logic        invalid_inst;
    logic        store_misaligned;
    logic        load_misaligned;
    logic        inst_addr_misaligned;
    logic [31:0] current_pc;
    logic        sel_half_full;
  } exe_mem_reg_t;
  typedef struct packed {
    logic [31:0] csr_out;
    logic [4:0]  rd;
    logic [31:0] result;
    logic        reg_write;
    logic [1:0]  mem_to_reg;
  } mem_wb_reg_t;
endpackage
</file>
==> impl_metrics.yaml <==
# generated from flow reports
outcome:
  outcome: "finished, final reports clean"
timing:
  worst_pin_slew_ns: 1.16
  hold_violations: 0
  whs_ns: 0.122
  timing.fmax_ghz: 0.312
  relSlewSlack_pct: 22.6
  rsz0062_at_grt: "no"
  period_needed_ns: 3.21
  clock-skew-final_ns: 0.0370
  slew_violations: 0
  final.period_utilization_pct: 82.2
  setup_viol: 0
  finalSetupTns_ns: 0
critical_path:
  cp-end-kind: "output pin"
  crit_buf_inv: 1
  arrival_ns: 2.43
  slowest_delay_ns: 0.85
  path_delay_family: "flip-flops"
  critPathSlowestCell: "dfrtp_1"
  cp_max_fo: 1
  path_class: "flop to output pin"
  cp-start-kind: "flop"
  cp.required_ns: 3.12
  critical_path.cell_chain: "clkdlybuf4s50_1"
power:
  p_total_uw: 91300
  irDropWorstVdd_uv: 410
  p_leak_uw: 0.0661
  p_per_area_nw_per_um2: 479
clock_tree:
  ctsHtreeMaxLevel: 5
  clk_transition_reported_paths_ns: 0.06
  cts_made_buffers: 419
  cts_sinks: 4128
  cts_tree: "done"
  cts_root_buffer: "clkbuf_16"
  clk_latency_ns: 0.96
  hold_buffers: 0
  postCtsSetupBuffers: 0
  cts_resized: 0
  ctsLongestPathBuffers: 4
place:
  dp_hpwl_um: 312000
  gp_congestion: 0.938
  portBuffers: 80
  dpl-instance-area_um2: 177000
routing:
  dr.first_iter.drc_count: 5455
  dr.pass1.iters: 5
  route.detailed.drc: 0
  antenna_left: 0
  vias_per_cell: 4.91
  wl_um: 470000
  vias: 86100
  post_drt_wl_per_cell_um: 26.8
grt:
  grtUsageTotal_pct: 18.6
  grt_max_degree: 129
  antenna_found_initial: 72
  grt_pass1_wl_um: 656000
  grt_pass1_vias: 88000
  grt_overflow_total: 0
logic_synthesis:
  synth-edff-count: 4096
  avgSynthCellArea_um2: 17.7
  yosys_warnings: 4
  yosys.cell_count.top_type: "edfxtp_1"
  ys_seq_share_pct: 77.9
  yosysTopAreaCellShare_pct: 77.4
  yosys.stat.chipArea_um2: 159000
  synthCells: 8980
  yosys_cells: 8980
  yosysTopAreaCell: "edfxtp_1"
  top_cells_by_area: "edfxtp_1 77%, mux2i_1 13%, o22ai_1 3.5%"
  synth_area_um2: 159000
  ys.flops: 4128
  synth_cell_types: 27
  async_reset_ff_share_pct: 0.775
  yosys-top-cells-count: "4096 x edfxtp_1, 2048 x mux2i_1, 896 x o22ai_1"
  synth-main-ff-cell: "edfxtp_1"
final_layout:
  syn2layout_area_growth_pct: 19.8
  utilization_pct: 36.1
  largest_reg_flops: 4096
  fin_area_um2: 191000
  drive_gt1_share_pct: 17.6
hold_path:
  hp-class: "primary input to asynchronous set/reset pin"
floorplan:
  ioPinCount: 107
  dieWidth_um: 730
  die_h_um: 730
  coreArea_um2: 528000
  fp_util_pct: 30.1
  fp-row-count: 267
  dieArea_um2: 533000
flow_run:
  drv_cap: 0
  log.warning_count: 80
## layout make-up
type	instances	area, µm²
multi-input cells	4310	33000
diodes	56	140
flip-flops and latches	4128	124000
clock inverters	241	1940
well taps	6994	8750
clock buffers	531	11000
fillers	48300	338000
inverters	1	3.75
repair buffers	1289	11900
## routing by layer
metal  track usage (%)  vias up  routed length (µm)
met5              2.51        -                2080
met2              26.5     3944              208000
met4              8.44      120               25900
met1              20.4    42900              153000
met3              14.5      851               80500
li1                  -    38400                   -
## where the power goes
part | switching (µW) | leakage, µW | internal [µW]
clock network | 16500 | 0.00633 | 21600
logic | 2660 | 0.0226 | 1470
registers | 217 | 0.0372 | 48800
total | 19400 | 0.0661 | 71900
## cell families after synthesis
family	share of synthesized area (%)
flip-flops	77.9
multiplexers	12.9
AND/OR/NAND/NOR	4.19
AND-OR/OR-AND	3.53
buffers and inverters	1.53
## final timing paths
| path | end | slack [ns] | startpoint | cells after the start |
|---|---|---|---|---|
| max in group asynchronous | data_o_reg_inst.n_bit_reg[21] | 2.77 | rst_i | 3 |
| hold reg to reg | data_o_reg_inst.n_bit_reg[2] | 0.77 | dmem[4][2] | 4 |
| setup reg to reg | data_o_reg_inst.n_bit_reg[5] | 1.37 | dmem[56][5] | 6 |
| min in group clk0 | dmem[21][8] | 0.13 | dat_i[8] | 1 |
| setup / recovery | dat_o[16] | 0.69 | data_o_reg_inst.n_bit_reg[16] | 1 |
| hold / removal | data_o_reg_inst.n_bit_reg[10] | 0.12 | rst_i | 2 |
## layout by cell type (no fill, tap or decap), drive strengths merged, types with 6 or more instances in the layout
cell type | Yosys | final
clkdlybuf4s50 | 0 | 47
clkbuf | 236 | 531
nor2 | 781 | 781
nand2 | 135 | 135
bufinv | 0 | 24
o22ai | 896 | 896
clkinvlp | 0 | 15
nand4bb | 6 | 6
edfxtp | 4096 | 4096
mux2i | 2048 | 2048
nor4 | 160 | 160
diode | 0 | 56
clkinv | 0 | 183
buf | 305 | 1242
dfrtp | 32 | 32
or4 | 257 | 257
inv | 1 | 20
## per-stage QoR
stage / setup slack (ns) / std cells
floorplan: 0.800 / 8980
global placement: -0.149 / 16700
detailed placement: -0.125 / 16700
CTS: 0.571 / 17500
global route: 0.520 / 17500
finish: 0.695 / 17600
Power figures rest on the tool's default switching activity, not on a simulated workload.
